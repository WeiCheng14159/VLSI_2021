<file path="/design/flow/design.v">
module id(
  input logic                 [31:0] pc_i,
  input logic                [31:0] inst_i,
  input logic                 [31:0] rs1_data_i,
  input logic                 [31:0] rs2_data_i,
  input logic                           ex_wreg_i,
  input logic                 [31:0] ex_wreg_data_i,
  input logic             [5 - 1:0] ex_rd_i,
  input logic                           ex_memrd_i,
  input logic                           mem_wreg_i,
  input logic                 [31:0] mem_wreg_data_i,
  input logic             [5 - 1:0] mem_rd_i,
  input logic                           mem_memrd_i,
  output logic                          rs1_read_o,
  output logic                          rs2_read_o,
  output logic            [5 - 1:0] rs1_addr_o,
  output logic            [5 - 1:0] rs2_addr_o,
  output logic              [14:0] aluop_o,
  output logic                          alusrc1_o,
  output logic                          alusrc2_o,
  output logic signed         [31:0] imm_o,
  output logic                [31:0] rs1_data_o,
  output logic                [31:0] rs2_data_o,
  output logic            [5 - 1:0] rd_o,
  output logic                          wreg_o,
  output logic                          memrd_o,
  output logic                          memwr_o,
  output logic                          mem2reg_o,
  output logic              [2:0] func3_o,
  input logic                           is_in_delayslot_i,
  output logic                          is_branch_o,
  output logic                          branch_taken_o,
  output logic                [31:0] branch_target_addr_o,
  output logic                          is_in_delayslot_o,
  output logic                [31:0] link_addr_o,
  output logic                          next_inst_in_delayslot_o,
  output logic                          stallreq,
  output logic                          flush_o
);                   
  logic                                 inst_valid;
  logic                                 branch_taken;
  logic                                 load_use_for_rs1, load_use_for_rs2;
  logic                                 is_bubble;
  logic                       [31:0] pc_next;
  logic                           [6:0] opcode;
  logic                           [6:0] func7;
  logic signed                [31:0] rs1_data_sign, rs2_data_sign;
  logic                                 load_inst_in_ex, load_inst_in_mem;
  assign pc_next = pc_i + 4;
  assign opcode = inst_i[6:0];
  assign func3_o = inst_i[14:12];
  assign func7 = inst_i[31:25];
  assign rs1_data_sign = $signed(rs1_data_o);
  assign rs2_data_sign = $signed(rs2_data_o);
  assign stallreq = load_use_for_rs1 | load_use_for_rs2;
  assign load_inst_in_ex = (ex_memrd_i == 1'b1) ? 1'b1 : 1'b0;
  assign load_inst_in_mem = (mem_memrd_i == 1'b1) ? 1'b1 : 1'b0;
  assign is_bubble = (aluop_o[0] == 1'b1) & (alusrc1_o == 1'b0) & (alusrc2_o == 1'b0)
    & (rd_o == 5'b00000) & (wreg_o == 1'b0) & (inst_valid == 1'b0) 
    & (rs1_read_o == 1'b0) & (rs2_read_o == 1'b0) & (rs1_addr_o == 5'b00000) & (rs2_addr_o == 5'b00000)
    & (imm_o == 32'h0000_0000) & (memrd_o == 1'b0) & (memwr_o == 1'b0);
  always_comb begin
    if (is_in_delayslot_i == 1'b1) begin
      aluop_o                             = (1'b1 << 0);
      alusrc1_o                           = 1'b0;
      alusrc2_o                           = 1'b0;
      rd_o                                = 5'b00000;
      wreg_o                              = 1'b0;
      inst_valid                          = 1'b0;
      rs1_read_o                          = 1'b0;
      rs2_read_o                          = 1'b0;
      rs1_addr_o                          = 5'b00000;
      rs2_addr_o                          = 5'b00000;
      imm_o                               = 32'h0000_0000;
      memrd_o                             = 1'b0;
      memwr_o                             = 1'b0;
      mem2reg_o                           = 1'b0;
      link_addr_o                         = 32'h0000_0000;
      branch_target_addr_o                = 32'h0000_0000;
      branch_taken                        = 1'b0;
      is_branch_o                         = 1'b0;
      branch_taken_o                      = 1'b0;
      next_inst_in_delayslot_o            = 1'b0;
      flush_o                             = 1'b0;
    end else begin
      aluop_o                             = (1'b1 << 0);
      alusrc1_o                           = 1'b0;
      alusrc2_o                           = 1'b0;
      rd_o                                = 5'b00000;
      wreg_o                              = 1'b0;
      inst_valid                          = 1'b1;
      rs1_read_o                          = 1'b0;
      rs2_read_o                          = 1'b0;
      rs1_addr_o                          = 5'b00000;
      rs2_addr_o                          = 5'b00000;
      imm_o                               = 32'h0000_0000;
      memrd_o                             = 1'b0;
      memwr_o                             = 1'b0;
      mem2reg_o                           = 1'b0;
      link_addr_o                         = 32'h0000_0000;
      branch_target_addr_o                = 32'h0000_0000;
      branch_taken                        = 1'b0;
      is_branch_o                         = 1'b0;
      branch_taken_o                      = 1'b0;
      next_inst_in_delayslot_o            = 1'b0;
      flush_o                             = 1'b0;
      case (opcode)
        7'b0010111 : begin
          rd_o                            = inst_i[11:7];
          alusrc1_o                       = 1'b1;
          alusrc2_o                       = 1'b1;
          wreg_o                          = 1'b1;
          inst_valid                      = 1'b0;
          imm_o                           = {inst_i[31:12], 12'b0};
        end
        7'b0110111   : begin
          rd_o                            = inst_i[11:7];
          wreg_o                          = 1'b1;
          alusrc1_o                       = 1'b0;
          alusrc2_o                       = 1'b1;
          inst_valid                      = 1'b0;
          imm_o                           = {inst_i[31:12], 12'b0};
        end
        7'b1101111   : begin
          aluop_o                         = (1'b1 << 14);
          rd_o                            = inst_i[11:7];
          wreg_o                          = 1'b1;
          inst_valid                      = 1'b0;
          imm_o                           = $signed({inst_i[31], inst_i[19:12], inst_i[20], inst_i[30:21], 1'b0});
          link_addr_o                     = pc_next;
          branch_target_addr_o            = pc_i + imm_o;
          is_branch_o                     = 1'b1;
          branch_taken_o                  = 1'b1;
          next_inst_in_delayslot_o        = 1'b1;
        end
        7'b1100111  : begin
          aluop_o                         = (1'b1 << 14);
          rd_o                            = inst_i[11:7];
          wreg_o                          = 1'b1;
          inst_valid                      = 1'b0;
          rs1_read_o                      = 1'b1;
          rs1_addr_o                      = inst_i[19:15];
          imm_o                           = $signed({inst_i[31:20]});
          link_addr_o                     = pc_next;
          is_branch_o                     = 1'b1;
          branch_target_addr_o            = rs1_data_o + imm_o;
          branch_taken_o                  = 1'b1;
          next_inst_in_delayslot_o        = 1'b1;
        end
        7'b1100011: begin
          inst_valid                      = 1'b0;
          rs1_read_o                      = 1'b1;
          rs2_read_o                      = 1'b1;
          rs1_addr_o                      = inst_i[19:15];
          rs2_addr_o                      = inst_i[24:20];
          imm_o                           = $signed({inst_i[31], inst_i[7], inst_i[30:25], inst_i[11:8], 1'b0});
          is_branch_o                     = 1'b1;
          case(func3_o)
            3'b000: begin
              if(rs1_data_o == rs2_data_o)
                branch_taken              = 1'b1;
            end
            3'b001: begin
              if(rs1_data_o != rs2_data_o)
                branch_taken              = 1'b1;
            end
            3'b100: begin
              if(rs1_data_sign < rs2_data_sign)
                branch_taken              = 1'b1;
            end
            3'b101: begin
              if(rs1_data_sign >= rs2_data_sign)
                branch_taken              = 1'b1;
            end
            3'b110: begin
              if(rs1_data_o < rs2_data_o)
                branch_taken              = 1'b1;
            end
            3'b111: begin
              if(rs1_data_o >= rs2_data_o)
                branch_taken              = 1'b1;
            end
            default: branch_taken         = 1'b0;
          endcase
          branch_target_addr_o          = pc_i + imm_o;
          if(branch_taken == 1'b1) begin
            branch_taken_o                = 1'b1;
            next_inst_in_delayslot_o      = 1'b1;
          end
        end
        7'b0000011  : begin
          rd_o                            = inst_i[11:7];  
          alusrc1_o                       = 1'b0;
          alusrc2_o                       = 1'b1;
          wreg_o                          = 1'b1;
          inst_valid                      = 1'b0;
          rs1_read_o                      = 1'b1;
          rs1_addr_o                      = inst_i[19:15];  
          imm_o                           = $signed({inst_i[31:20]});
          memrd_o                         = 1'b1;
          mem2reg_o                       = 1'b1;
        end
        7'b0100011 : begin
          inst_valid                      = 1'b0;
          alusrc1_o                       = 1'b0;
          alusrc2_o                       = 1'b1;
          rs1_read_o                      = 1'b1;
          rs2_read_o                      = 1'b1;
          rs1_addr_o                      = inst_i[19:15];
          rs2_addr_o                      = inst_i[24:20];
          imm_o                           = $signed({inst_i[31:25], inst_i[11:7]});
          memwr_o                         = 1'b1;
        end
        7'b0010011: begin
          case(func3_o)
            3'b000 : aluop_o             = (1'b1 << 0);
            3'b001 : aluop_o             = (1'b1 << 2);
            3'b010 : aluop_o             = (1'b1 << 5); 
            3'b011: aluop_o             = (1'b1 << 6);
            3'b100 : aluop_o             = (1'b1 << 8);
            3'b101  : aluop_o             = (inst_i[30]) ? (1'b1 << 4) : (1'b1 << 3);
            3'b110  : aluop_o             = (1'b1 << 7);
            3'b111 : aluop_o             = (1'b1 << 9);
          endcase
          rd_o                            = inst_i[11:7];
          alusrc1_o                       = 1'b0;
          alusrc2_o                       = 1'b1;
          wreg_o                          = 1'b1;
          inst_valid                      = 1'b0;
          rs1_read_o                      = 1'b1;
          rs1_addr_o                      = inst_i[19:15];
          imm_o                           = $signed({inst_i[31:20]});
        end
        7'b0110011: begin
          if(func7[0] == 1'b1) begin  
          end else begin  
            case(func3_o)
              3'b000 : aluop_o           = (inst_i[30]) ? (1'b1 << 1) : (1'b1 << 0);
              3'b001 : aluop_o           = (1'b1 << 2);
              3'b010 : aluop_o           = (1'b1 << 5); 
              3'b011: aluop_o           = (1'b1 << 6);
              3'b100 : aluop_o           = (1'b1 <<8);
              3'b101  : aluop_o           = (inst_i[30]) ? (1'b1 << 4) : (1'b1 << 3);
              3'b110  : aluop_o           = (1'b1 << 7);
              3'b111 : aluop_o           = (1'b1 << 9);
            endcase
          end
          rd_o                            = inst_i[11:7];
          wreg_o                          = 1'b1;
          inst_valid                      = 1'b0;
          rs1_read_o                      = 1'b1;
          rs2_read_o                      = 1'b1;
          rs1_addr_o                      = inst_i[19:15];
          rs2_addr_o                      = inst_i[24:20];
        end
        7'b0001111 : begin
          inst_valid                      = 1'b0;
        end
        7'b1110011: begin
          inst_valid                      = 1'b0;
        end
        default: ;
      endcase  
    end  
  end  
  always_comb begin
    if ((rs1_read_o == 1'b1) && (ex_wreg_i == 1'b1) && 
        (ex_rd_i == rs1_addr_o) && (load_inst_in_ex == 1'b1)) begin
      load_use_for_rs1 = 1'b1;
    end else if ((rs1_read_o == 1'b1) && (mem_wreg_i == 1'b1) &&
                 (mem_rd_i == rs1_addr_o) && (load_inst_in_mem == 1'b1)) begin
      load_use_for_rs1 = 1'b1;
    end else begin            
      load_use_for_rs1 = 1'b0;
    end
  end
  always_comb begin
    if((rs2_read_o == 1'b1) && (ex_wreg_i == 1'b1) && 
       (ex_rd_i == rs2_addr_o) && (load_inst_in_ex == 1'b1)) begin
      load_use_for_rs2 = 1'b1;
    end else if ((rs2_read_o == 1'b1) && (mem_wreg_i == 1'b1) && 
                 (mem_rd_i == rs2_addr_o) && (load_inst_in_mem == 1'b1)) begin
      load_use_for_rs2 = 1'b1;
    end else begin
      load_use_for_rs2 = 1'b0;
    end 
  end
  always_comb begin
    if ((rs1_read_o == 1'b1) && (ex_wreg_i == 1'b1) && 
        (ex_rd_i != 5'h0) && (ex_rd_i == rs1_addr_o)) begin
      rs1_data_o = ex_wreg_data_i;
    end else if ((rs1_read_o == 1'b1) && (mem_wreg_i == 1'b1) &&
                 (mem_rd_i != 5'h0) && (mem_rd_i == rs1_addr_o)) begin
      rs1_data_o = mem_wreg_data_i;
    end else if (rs1_read_o == 1'b1) begin
      rs1_data_o = rs1_data_i;
    end else begin
      rs1_data_o = 32'h0000_0000;
    end
  end
  always_comb begin
    if ((rs2_read_o == 1'b1) && (ex_wreg_i == 1'b1) &&
                 (ex_rd_i != 5'h0) && (ex_rd_i == rs2_addr_o)) begin
      rs2_data_o = ex_wreg_data_i;
    end else if ((rs2_read_o == 1'b1) && (mem_wreg_i == 1'b1) && 
                 (mem_rd_i != 5'h0) && (mem_rd_i == rs2_addr_o)) begin
      rs2_data_o = mem_wreg_data_i;
    end else if (rs2_read_o == 1'b1) begin
      rs2_data_o = rs2_data_i;
    end else begin
      rs2_data_o = 32'h0000_0000;
    end
  end
  assign is_in_delayslot_o = is_in_delayslot_i;
endmodule
</file>
<file path="/design/flow/run.sh">
#!/bin/bash
# OpenROAD 26Q1-2900-gdf79404cd8, Yosys 0.63+post, stock flow scripts
make -C /OpenROAD-flow-scripts/flow DESIGN_CONFIG=/design/flow/config.mk WORK_HOME=/design/flow/orfs finish
</file>
<file path="/design/flow/constraint.sdc">
current_design id

set clk_period 34.3
set clk_io_pct 0.2

create_clock -name clk0 -period $clk_period

set non_clock_inputs [all_inputs -no_clocks]
set_input_delay [expr $clk_period * $clk_io_pct] -clock clk0 $non_clock_inputs
set_output_delay [expr $clk_period * $clk_io_pct] -clock clk0 [all_outputs]
</file>
<file path="/design/flow/config.mk">
export PLATFORM = sky130hd
export DESIGN_NAME = id
export DESIGN_NICKNAME = id
export VERILOG_FILES = /design/flow/design.v
export SDC_FILE = /design/flow/constraint.sdc
export NUM_CORES = 4
export LEC_CHECK = 1
export CORE_AREA = 10 10 257 257
export DIE_AREA = 0 0 267 267
</file>
==> results.sh <==
# implementation run metrics
export IMPL_peakVddDrop_v=0.00000438
export IMPL_flop_area_sq_um=0
export IMPL_dp_cells=2353
export IMPL_path_class="primary input to primary output"
export IMPL_grt_usage_pct=13.9
export IMPL_drc=0
export IMPL_vias_per_cell=4.34
export IMPL_nFlopsAndLatches=0
export IMPL_antenna_left=0
export IMPL_logic_area_sq_um=7050
export IMPL_fin_util_pct=20.9
export IMPL_final_cells=2355
export IMPL_end_kind="primary output"
export IMPL_grt_pass1_wl_um=71700
export IMPL_crit_path_start_kind="primary input"
export IMPL_antenna_found_initial=5
export IMPL_period_used_pct=59.1
export IMPL_slew_viol_final=0
export IMPL_yosys_warnings=1
export IMPL_portBuffers=409
export IMPL_arrival_ps=13430
export IMPL_dr_total_vias=10200
export IMPL_grt_max_degree=66
export IMPL_yosysChipArea_sq_um=7540
export IMPL_yosysUniqueCellTypes=67
export IMPL_drv_cap=0
export IMPL_final_layout_size_suffix_gt1_share_pct=4.07
export IMPL_dieHeight_um=267
export IMPL_power_density_nw_per_um2=7.77
export IMPL_fillers=6818
export IMPL_hold_buffers=0
export IMPL_worst_ep_required_time_ps=27440
export IMPL_fp_utilization_pct=12.5
export IMPL_fmax_mhz=49.3
export IMPL_syn_area_sq_um=7540
export IMPL_core_area_sq_um=60400
export IMPL_cts_setup_buffers=0
export IMPL_p_leak_uw=0.00512
export IMPL_status="finished, final reports clean"
export IMPL_overflow=0
export IMPL_dieArea_sq_um=71300
export IMPL_gp_congestion=0.932
export IMPL_setup_tns_ps=0
export IMPL_syn_inst=1196
export IMPL_worstHoldPathType="primary input to primary output"
export IMPL_postSynthSeqShare_pct=0
export IMPL_cts_resized=0
export IMPL_path_max_fanout=28
export IMPL_die_w_um=267
export IMPL_holdWs_ps=14690
export IMPL_worst_pin_slew_ps=1010
export IMPL_synth_area_per_cell_sq_um=6.31
export IMPL_fin_crit_ps=20290
export IMPL_ios=414
export IMPL_avgRoutedWirePerCell_um=22.1
export IMPL_rsz0062_at_grt="no"
export IMPL_rows=90
export IMPL_slew_headroom_pct=32.2
export IMPL_ys_cells=1196
export IMPL_log_warning_count=32
export IMPL_syn_to_final_growth_pct=66.9
export IMPL_drt_iter0_drc=633
export IMPL_grt_pass1_vias=9952
export IMPL_first_pass_iters=5
export IMPL_nClkBuffers=0
export IMPL_drt_wl_total_um=52000
export IMPL_hpwlAfterDp_um=44800
export IMPL_hold_viol=0
export IMPL_setup_violations=0
==> per-layer routing <==
metal	vias up	global-route usage, %	wire length (um)
met4	8	1.90	787
li1	5050	-	-
met2	412	23.1	24000
met1	4694	18.1	22600
met3	45	3.83	4540
met5	-	0	55
==> worst paths after layout <==
check | start | end | cells after the start
setup / recovery | inst_i[5] | branch_target_addr_o[30] | 21
hold / removal | mem_memrd_i | stallreq | 4
==> report_power, final <==
group	switching [uW]	total [uW]	internal, uW
logic	49.8	97.9	48.1
clock network	0	0.00000473	0.00000471
registers	0	0	0
total	49.8	97.9	48.1
==> synthesized netlist by cell type, types with 33 or more instances <==
cell      count  area [sq um]
a21o_1       54           405
a21oi_1     136           681
and3_1       65           407
clkbuf_1     60           225
ha_1         93          1160
inv_1        55           206
nand2_1     129           484
nand3_1      33           165
nor2_1      108           405
o21a_1       34           255
o21ai_0      76           380
xnor2_1      51           447
xor2_1       52           455
==> area by class of cell <==
cell class / instances / share of cell area [%]
Timing Repair Buffer: 444 / 34.6
Multi-Input combinational cell: 1072 / 56.0
Antenna cell: 2 / 0.0398
Tap cell: 782 / 7.77
Inverter: 55 / 1.64
==> cell families (layout without fill, tap and decap cells) <==
group | Yosys count | count (layout) | synth area share (%)
fa+ha+maj | 96 | 96 | 16.1
xor+xnor | 103 | 103 | 12.0
buf+inv | 128 | 499 | 7.02
compound gates | 383 | 383 | 31.6
simple gates | 471 | 471 | 31.3
other cells | 1 | 7 | 0.0497
mux | 14 | 14 | 2.01
==> placed cells by master (no fill, tap or decap), types with 22 or more instances in the layout <==
| cell | n |
|---|---|
| clkdlybuf4s50_1 | 408 |
| a21oi_1 | 136 |
| nand2_1 | 129 |
| nor2_1 | 108 |
| ha_1 | 93 |
| o21ai_0 | 75 |
| and3_1 | 65 |
| inv_1 | 55 |
| a21o_1 | 54 |
| xor2_1 | 52 |
| xnor2_1 | 51 |
| buf_4 | 35 |
| o21a_1 | 34 |
| nand3_1 | 33 |
| and2_1 | 26 |
| nor3_1 | 22 |
==> worst max-delay path, stage by stage <==
cell             delay (ps)
clkdlybuf4s50_1         730
nand2b_4                100
a2111o_4                600
nor4_2                  400
buf_4                   410
a21oi_1                 120
o21ai_0                 490
ha_1                    280
inv_1                    60
fa_1                    390
nor2b_1                 130
o21a_1                  130
o21ai_0                 160
a211oi_1                430
o21ai_0                 370
a31oi_1                 620
a41o_1                  260
a21oi_1                  70
xor2_1                  140
o22ai_1                 160
clkdlybuf4s50_1         510
==> through the flow <==
step / instance area (sq um) / setup slack (ps) / power, uW
2_1_floorplan: 7560 / 16520 / 45.8
3_3_place_gp: 12600 / 14120 / 98.5
3_5_place_dp: 12600 / 14040 / 98.0
4_1_cts: 12600 / 13990 / 98.7
5_1_grt: 12600 / 13480 / 107
6_report: 12600 / 14010 / 97.9
Power figures rest on the tool's default switching activity, not on a simulated workload.
