==> flow/run.sh <==
#!/bin/bash
# OpenROAD 26Q1-2900-gdf79404cd8, Yosys 0.63+post, stock flow scripts
make -C /OpenROAD-flow-scripts/flow DESIGN_CONFIG=/design/flow/config.mk WORK_HOME=/design/flow/orfs finish
==> flow/constraint.sdc <==
current_design ex

set clk_period 24.6
set clk_io_pct 0.2

create_clock -name clk0 -period $clk_period

set non_clock_inputs [all_inputs -no_clocks]
set_input_delay [expr $clk_period * $clk_io_pct] -clock clk0 $non_clock_inputs
set_output_delay [expr $clk_period * $clk_io_pct] -clock clk0 [all_outputs]
==> flow/config.mk <==
export PLATFORM = sky130hd
export DESIGN_NAME = ex
export DESIGN_NICKNAME = ex
export VERILOG_FILES = /design/flow/design.v
export SDC_FILE = /design/flow/constraint.sdc
export NUM_CORES = 4
export LEC_CHECK = 1
export CORE_UTILIZATION = 50
==> flow/design.v <==
module ex(
  input logic                 [31:0] pc_i,
  input logic               [14:0] aluop_i,
  input logic                           alusrc1_i,
  input logic                           alusrc2_i,
  input logic                 [31:0] rs1_i,
  input logic                 [31:0] rs2_i,
  input logic                 [31:0] imm_i,
  input logic                 [31:0] link_addr_i,
  output logic                [31:0] wdata_o,
  output logic signed         [31:0] wreg_data_o,
  output logic                          stallreq
);
  logic                       [31:0] alu_in1, alu_in2;
  logic                       [31:0] alu_in1_mult, alu_in2_mult;
  logic                       [63:0] hilo_temp;
  logic                       [63:0] mulres;
  assign alu_in1 = (alusrc1_i == 1'b0) ? rs1_i : pc_i;
  assign alu_in2 = (alusrc2_i == 1'b0) ? rs2_i : imm_i;
  always_comb begin
    stallreq = 1'b0;
    wreg_data_o = 32'h0000_0000;
    unique case (1'b1)
      aluop_i[0]: begin
        wreg_data_o = $signed(alu_in1) + $signed(alu_in2);
      end
      aluop_i[1]: begin
        wreg_data_o = $signed(alu_in1) - $signed(alu_in2);
      end
      aluop_i[2]: begin
        wreg_data_o = alu_in1 << alu_in2[4:0];
      end
      aluop_i[3]: begin
        wreg_data_o = alu_in1 >> alu_in2[4:0];
      end
      aluop_i[4]: begin
        wreg_data_o = $signed(alu_in1) >>> alu_in2[4:0];
      end
      aluop_i[5]: begin
        wreg_data_o = ($signed(alu_in1) < $signed(alu_in2)) ? 32'b1 : 32'b0;
      end
      aluop_i[6]: begin
        wreg_data_o = (alu_in1 < alu_in2) ? 32'b1 : 32'b0;
      end
      aluop_i[7]: begin
        wreg_data_o = alu_in1 | alu_in2;
      end
      aluop_i[8]: begin
        wreg_data_o = alu_in1 ^ alu_in2;
      end
      aluop_i[9]: begin
        wreg_data_o = alu_in1 & alu_in2;
      end
      aluop_i[14]: begin
        wreg_data_o = link_addr_i;
      end
    endcase
  end
  assign wdata_o  = rs2_i;
endmodule
==> changes_impl.md <==
## Flow update

- Post-synthesis sequential area ratio: 0%
- Core area: 18960 µm²
- Setup Crit Path Kind: in2out
- Die Ht: 142.0 µm
- Actual slew at the worst max-slew pin: 0.9761 ns
- Flop area: 0 µm²
- Antenna Nets Post-Route: 0
- Seq cells: 0
- Critical-path top delay cell: buf_4
- Rel. slew slack: 34.33%
- DIE WIDTH: 142.0 µm
- Hold path start: rs2_i[25]
- FMAX: 63.30 MHz
- Grt ovf: 0
- Final Hold Viols: 0
- # clk buffers: 0
- Starting density of the core: 51.68%
- Worst Setup SP: rs2_i[0]
- Cell Rows: 50
- YS chip area: 9796 µm²
- Final setup viols: 0
- RSZ-0062 raised after global routing: no
- Status: finished clean
- Initial antenna violation count: 0
- Worst Hold Class: in2out
- CP delay by family, top: AND-OR/OR-AND gates
- CP most frequent cell: buf_4
- Port bufs: 236
- Max Cap Viol: 0
- Syn Area/Cell: 6.728 µm²
- Max incr delay on CP: 0.55 ns
- CP endpoint kind: primary output
- Syn Inst Count: 1456
- Dpl hpwl: 33.93 mm
- Final Cycle Share: 64.22%
- Ys cells: 1456
- Static leakage: 5.044 nW
- # IOs: 242
- Worst IR Drop VDD: 0.02361 mV
- Crit path DRT: 19.68 ns
- DRC violations left: 0
- # Post-CTS Setup Buffers: 0
- Synth unique cells: 80
- Vias in the first global route: 11000
- DR vias: 12240
- Area leader, netlist: mux2i_1
- Syn. warnings: 1
- Starting DRT DRC Count: 1429
- First-pass GRT wire length: 65.83 mm
- Layout cells sized above 1: 6.266%
- Pwr dens: 32.14 nW/µm²
- Final setup margin: 8.802 ns
- Most frequent cells after synthesis: nand2_1 (151), a21oi_1 (138), nor2_1 (137)
- Largest net degree at the start of global routing: 65
- Minimum clock period: 15.80 ns
- Tool warnings: 103
- Pins Over Slew Limit: 0
- CTS Hold Bufs: 0
- Startpoint types: primary input
- DR pass1 iterations: 6
- Area grow syn2layout: 22.19%
- Worst hold slack: 10.65 ns
- Final wirelength: 43.83 mm
- Post-synth top area share: 13.90%
- Synth area leaders: mux2i_1 (14%), ha_1 (12%), a21oi_1 (7.1%)
- Final Wtd Congestion: 1.118
- Worst-path fanout max: 46
- Worst slack at placement: 9.014 ns
- Chip area: 20160 µm²
- Most common cell in the synthesized netlist: nand2_1
- Final setup TNS: 0 ns
- # resized after CTS: 0
- Via density per instance: 6.649
- Syn Std Cell Area: 9796 µm²
- All-Layer GR Usage: 43.61%
- Core Util, Final: 63.14%
- Worst Path Arrival: 10.88 ns
- Worst-path cell chain: clkdlybuf4s50_1, mux2i_4, buf_4, inv_4, buf_4, ha_1, inv_1, fa_1, nand2b_1, a21oi_1, o21ai_0, o41ai_2, o31ai_1, buf_4, o21ai_0, a311oi_1, a221o_1, a22oi_1, clkdlybuf4s50_1
- Wire length per cell: 23.82 µm
- Buffers & Inverters on Critical Path: 7
- Ant. Diodes: 0
-- cells in the final DEF (no fill, tap or decap), types with 8 or more instances in the layout --
master / count
clkdlybuf4s50_1: 234
nand2_1: 151
a21oi_1: 138
nor2_1: 137
mux2i_1: 134
ha_1: 97
o21ai_0: 87
inv_1: 83
a22oi_1: 32
xnor2_1: 31
nor3_1: 30
buf_4: 28
o211ai_1: 25
o2111ai_1: 22
nand3_1: 21
a221oi_1: 21
mux2_2: 19
a211oi_1: 17
mux2i_2: 13
nor4_1: 13
o21bai_1: 13
a31oi_1: 13
a221o_1: 13
o31ai_1: 13
inv_2: 12
nor2b_1: 11
o21ai_1: 11
or3_1: 10
a311oi_1: 9
mux4_2: 9
o221ai_1: 8
-- metrics by stage --
step | std cells | power, W | cell area, µm²
final | 1840 | 0.0003846 | 11970
after CTS | 1840 | 0.0003735 | 11970
after detailed placement | 1840 | 0.0003716 | 11970
after global routing | 1840 | 0.0004109 | 11970
after global placement | 1840 | 0.0003704 | 11970
after floorplan | 1456 | 0.0002413 | 9796
-- report_power, final --
group          total, W  switching, W  internal [W]  leakage (nW)
sequential            0             0             0             0
combinational  0.000385      0.000228      0.000157          5.04
clock                 0             0             0             0
total          0.000385      0.000228      0.000157          5.04
-- per-layer routing --
layer | GRT usage (%) | up-vias | wire [µm]
li1 | - | 5630 | -
met1 | 57.56 | 5541 | 17050
met2 | 65.88 | 872 | 18590
met3 | 8.053 | 192 | 4763
met4 | 27.56 | 0 | 3440
met5 | 0 | - | 0
-- worst paths after layout --
check / to / slack [ns] / cells after the start
worst max-delay path: wreg_data_o[26] / 8.80 / 19
worst min-delay path: wdata_o[25] / 10.65 / 2
-- cell type report --
cell class         count  area (µm²)
fillers             1748        6987
well taps            260       325.3
multi-input cells   1216        8703
inverters            100       377.9
repair buffers       264        2562
-- kinds of logic after synthesis --
family | synth area share, %
buffers and inverters | 11.41
xor gates and xnor gates | 3.219
AOI/OAI and AO/OA | 33.39
muxes | 21.05
other | 0.03828
adders and majority gates | 12.80
and+or+nand+nor | 18.10
Power is estimated from default activity; no workload was simulated.
