==> design/flow/design.v <==
module id_ex(
    input logic                         clk,
    input logic                         rstn,
    input logic               [31:0] id_pc,
    input logic             [2:0] id_func3,
    input logic             [14:0] id_aluop,
    input logic                         id_alusrc1,
    input logic                         id_alusrc2,
    input logic               [31:0] id_imm,
    input logic               [31:0] id_rs1,
    input logic               [31:0] id_rs2,
    input logic           [5 - 1:0] id_rd,
    input logic                         id_wreg,
    input logic                         id_memrd,
    input logic                         id_memwr,
    input logic                         id_mem2reg,
    input logic               [31:0] id_link_addr,
    input logic                         id_is_in_delayslot,
    input logic                         id_next_inst_in_delayslot,
    input logic        [5-1:0] stall,
    input logic                         flush,
    output logic              [31:0] ex_pc,
    output logic            [2:0] ex_func3,
    output logic            [14:0] ex_aluop,
    output logic                        ex_alusrc1,
    output logic                        ex_alusrc2,
    output logic              [31:0] ex_imm,
    output logic              [31:0] ex_rs1,
    output logic              [31:0] ex_rs2,
    output logic          [5 - 1:0] ex_rd,
    output logic                        ex_wreg,
    output logic                        ex_memrd,
    output logic                        ex_memwr,
    output logic                        ex_mem2reg,
    output logic              [31:0] ex_link_addr,
    output logic                        ex_is_id_in_delayslot
);
  always_ff @(posedge clk, negedge rstn) begin
    if (~rstn) begin
      ex_pc                 <= 32'h0000_0000;
      ex_func3              <= 3'b000;
      ex_aluop              <= (1'b1 << 0);
      ex_alusrc1            <= 1'b0;
      ex_alusrc2            <= 1'b0;
      ex_imm                <= 32'h0000_0000;
      ex_rs1                <= 32'h0000_0000;
      ex_rs2                <= 32'h0000_0000;
      ex_rd                 <= 5'b00000;
      ex_wreg               <= 1'b0;
      ex_memrd              <= 1'b0;
      ex_memwr              <= 1'b0;
      ex_mem2reg            <= 1'b0;
      ex_link_addr          <= 32'h0000_0000;
      ex_is_id_in_delayslot <= 1'b0;
    end else if (flush == 1'b1 | 
      (stall[1] == 1'b1 && stall[2] == 1'b0) ) begin
      ex_pc                 <= 32'h0000_0000;
      ex_func3              <= 3'b000;
      ex_aluop              <= (1'b1 << 0);
      ex_alusrc1            <= 1'b0;
      ex_alusrc2            <= 1'b0;
      ex_imm                <= 32'h0000_0000;
      ex_rs1                <= 32'h0000_0000;
      ex_rs2                <= 32'h0000_0000;
      ex_rd                 <= 5'b00000;
      ex_wreg               <= 1'b0;
      ex_memrd              <= 1'b0;
      ex_memwr              <= 1'b0;
      ex_mem2reg            <= 1'b0;
      ex_link_addr          <= 32'h0000_0000;
      ex_is_id_in_delayslot <= 1'b0;
    end else if (stall[1] == 1'b0) begin
      ex_pc                 <= id_pc;
      ex_func3              <= id_func3;
      ex_aluop              <= id_aluop;
      ex_alusrc1            <= id_alusrc1;
      ex_alusrc2            <= id_alusrc2;
      ex_imm                <= id_imm;
      ex_rs1                <= id_rs1;
      ex_rs2                <= id_rs2;
      ex_rd                 <= id_rd;
      ex_wreg               <= id_wreg;
      ex_memrd              <= id_memrd;
      ex_memwr              <= id_memwr;
      ex_mem2reg            <= id_mem2reg;
      ex_link_addr          <= id_link_addr;
      ex_is_id_in_delayslot <= id_next_inst_in_delayslot;
    end
  end
endmodule
==> design/flow/run.sh <==
#!/bin/bash
# OpenROAD 26Q1-2900-gdf79404cd8, Yosys 0.63+post, stock flow scripts
make -C /OpenROAD-flow-scripts/flow DESIGN_CONFIG=/design/flow/config.mk WORK_HOME=/design/flow/orfs finish
==> design/flow/config.mk <==
export PLATFORM = sky130hd
export DESIGN_NAME = id_ex
export DESIGN_NICKNAME = id_ex
export VERILOG_FILES = /design/flow/design.v
export SDC_FILE = /design/flow/constraint.sdc
export NUM_CORES = 4
export LEC_CHECK = 1
export CORE_AREA = 10 10 230 230
export DIE_AREA = 0 0 240 240
==> design/flow/constraint.sdc <==
current_design id_ex

set clk_period 1.0
set clk_io_pct 0.2

create_clock -name clk0 -period $clk_period [get_ports {clk}]

set non_clock_inputs [all_inputs -no_clocks]
set_input_delay [expr $clk_period * $clk_io_pct] -clock clk0 $non_clock_inputs
set_output_delay [expr $clk_period * $clk_io_pct] -clock clk0 [all_outputs]
==> design notes <==
The run finished, with violations left. The checks that failed: setup timing. Summing over every cut layer, the via total after detailed routing is 7,966.

389 I/O pins were placed. In this run the register-to-register setup slack is 0.04 ns. The first routing iteration left 363 violations.

Per the synth log, the flip-flop and latch total comes to 190. The later-pin clock latency in the skew report was 0.48 ns; the fraction of the core area occupied by cells at floorplan was 17.5%. The cell sequence reported for the critical path is buf_2. The category of the worst setup path capture point was an output pin.

Final critical-path setup slack: -0.296 ns. After detailed routing, the number of vias per cell comes to 4.07. The first detailed-routing pass ran for 4 iterations. The yosys synthesis chip area was 8380 µm²; the maximum number of pins on one net before global-route repair was 57. After synthesis the cells add up to 8380 µm². OpenSTA, run right after detailed placement, puts the worst setup slack at -0.178 ns.

The average instance in the mapped netlist occupies 9.93 µm². In the post-synthesis netlist, the biggest area contributors are sky130_fd_sc_hd__dfrtp_1, sky130_fd_sc_hd__nand2b_1, sky130_fd_sc_hd__a21oi_1, sky130_fd_sc_hd__nand3_1, sky130_fd_sc_hd__clkbuf_1. For the core box area, the log shows 47,800 µm².

Worst clock skew: 0 ns. For this design, Yosys synthesis ends with a cell count of 844. Power comes to 18.4 mW. Across the VDD grid, the largest voltage drop is 0.854 mV. The number of logic stages on the critical path including buffering came out at 1. STA classifies the critical path startpoint as a flop. The clock network accounts for 39.6% of the total power. The report shows a maximum critical-path fanout of 2. The number of buffers added by the clock tree synthesis step is 17. Mean routed wirelength per cell: 16.9 µm.

The source of the worst register-to-register timing path is ex_pc[8]$_DFFE_PN0P_. According to the timing report, the arrival time at the worst endpoint equals 1.10 ns. The tools report the highest clock frequency the design can meet as 772 MHz. The run gives 0.53 ns for the longest individual stage delay on the worst path. Sequential elements use 56.8% of the synthesized area. In this run the horizontal extent of the chip is 240 µm. In the final report, the number of pins over their slew limit comes to 0. The slowest cell on the critical path was sky130_fd_sc_hd__dfstp_2. In this run the tools logged warnings totalling 31. The logs give 1 for the total of warnings raised by yosys and 11.2% for the total routing resource utilization after global routing. Per the placement report, the placed cell count is 1,830. The die covers 57,600 µm². The tools report the worst setup path startpoint as ex_aluop[0]$_DFFE_PN1P_. The number of antenna-violating nets in the routed design is 0.

By instance count after routing, the leading logic cell types are sky130_fd_sc_hd__clkdlybuf4s50_1, sky130_fd_sc_hd__nand2b_1, sky130_fd_sc_hd__dfrtp_1, sky130_fd_sc_hd__buf_2. The count of buffer and inverter cells on the critical path is 1. After synthesis, the netlist uses 16 different library cells.

Summed over all failing endpoints, the final setup total negative slack is -70.76 ns. The net switching fraction of the power was 25.4%; the worst slew slack as a fraction of its limit was 37.5%. Per the OpenROAD power report, leakage power amounts to 6.28 nW.

For the worst setup path, the data required time is 0.80 ns. The number of clock sinks came to 190. Per the run summary, max-cap violations total 0. The most common logic cell in the routed design is sky130_fd_sc_hd__clkdlybuf4s50_1. Setup violations remaining at the end of the flow were counted as 370.

The type of the tightest min-delay check is in -> reg. The clock transition at the registers of the reported paths is 0.07 ns. Setup repair after global routing could not meet its margin everywhere. The synthesized instance count is 844, and the share of power burned in combinational logic is 15.9%. TritonCTS built the clock tree. The initial antenna violation count was 5. Global routing finished with a remaining overflow of 0. The worst register-to-register path ends at ex_pc[8]$_DFFE_PN0P_. The clock passes through at most 2 buffers. The timing report attributes the biggest portion of critical-path delay to flip-flops.

The path depth of the worst reg2reg path came out at 5. After its last routability iteration, the placer logged a weighted congestion of 0.809. The floorplan die height works out to 240 µm. The count of standard-cell rows is 80. Leaving out filler cells and counting taps, the final layout contains 1,955.

Sorting the Yosys area breakdown by cell type puts at the top sky130_fd_sc_hd__dfrtp_1. The clock tree root driver cell was sky130_fd_sc_hd__clkbuf_16. In the power breakdown, the internal column shows 13.7 mW.

Relative to the synthesized area, the layout overhead comes to 62.9%. The net switching component of the power came out at 4.67 mW. The critical path is of the reg -> out type. Registers are responsible for 44.5% of the overall power. At the end of the flow the core is filled with cells to 28.5%. With the share of the synthesized area in the top cell type at 56.5%, the HPWL reported at the end of detailed placement is 23.7 mm. The residual DRC count was 0; the number of buffers added on ports was 384. The final hold violation count was 0; the H-tree depth was 4. At the pin with the least slew margin, the transition time is 0.935 ns. The via count of the first global-routing pass came out at 7,965. The minimum clock period works out to 1.30 ns. The final worst-path cycle share is 130%. The capture point of the critical path was reported as ex_aluop[0].

Per the detailed-route log, wirelength across all metal layers totals 33.1 mm. Per the final layout report, the fraction of cells sized above drive strength 1 comes to 30.4%. Power spread over the standard cell area amounts to 1350 nW/µm². The first global-routing pass estimated 49.8 mm of wire.
-- synth_stat cells --
cell                         n
sky130_fd_sc_hd__nor3_1      1
sky130_fd_sc_hd__a21oi_2    10
sky130_fd_sc_hd__nand3_2    10
sky130_fd_sc_hd__buf_1      11
sky130_fd_sc_hd__a21oi_1   179
sky130_fd_sc_hd__buf_2      22
sky130_fd_sc_hd__nor2_1      1
sky130_fd_sc_hd__buf_6      11
sky130_fd_sc_hd__buf_8       1
sky130_fd_sc_hd__dfstp_2     1
sky130_fd_sc_hd__dfrtp_1   189
sky130_fd_sc_hd__nand3_1   179
sky130_fd_sc_hd__clkbuf_1   37
sky130_fd_sc_hd__a31oi_1     1
sky130_fd_sc_hd__nand2b_1  189
sky130_fd_sc_hd__buf_4       2
-- area by class of cell --
class	instances	area, µm²
sequential	190	4760
timing repair buffer	547	4340
multi-input combinational	570	3180
clock inverter	12	158
fill	5037	34200
clock buffer	19	443
antenna	2	5.00
tap	615	769
-- repair_timing --
item / in CTS / in global routing
endpoints found under the hold margin: 190 / 111
setup buffers: 50 / 41
gates cloned: 0 / 0
hold buffers: 1 / 1
setup endpoints to repair: 190 / 379
resized: 649 / 0
-- cell families after synthesis --
| kind of cell | count (synthesis) | synth area share [%] |
|---|---|---|
| and+or+nand+nor | 380 | 26.1 |
| AOI/OAI and AO/OA | 190 | 11.8 |
| buffers and inverters | 84 | 5.30 |
| DFF | 190 | 56.8 |
-- worst min path at each step --
stage                  from                    end  slack, ns  cells after the start
after CTS             flush   ex_pc[5]$_DFFE_PN0P_      0.009                      2
after global routing  flush   ex_pc[5]$_DFFE_PN0P_       0.04                      2
final                 flush  ex_pc[21]$_DFFE_PN0P_       0.05                      2
-- flip-flops by register name (all words and copies together) (netlist names) --
name / flops
ex_aluop: 15
ex_alusrc1: 1
ex_alusrc2: 1
ex_func3: 3
ex_imm: 32
ex_is_id_in_delayslot: 1
ex_link_addr: 32
ex_mem2reg: 1
ex_memrd: 1
ex_memwr: 1
ex_pc: 32
ex_rd: 5
ex_rs1: 32
ex_rs2: 32
ex_wreg: 1
-- per-layer routing --
| layer | GRT usage, % | wire (µm) | up-vias |
|---|---|---|---|
| li1 | - | - | 3837 |
| met1 | 14.8 | 14000 | 3832 |
| met2 | 17.7 | 15700 | 257 |
| met3 | 4.22 | 2820 | 32 |
| met4 | 1.65 | 559 | 8 |
| met5 | 0 | 46 | - |
-- through the flow --
stage	hold WS (ns)	instance area, µm²
floorplan	-0.0956	8390
global placement	0.0803	13300
detailed placement	0.0745	13300
CTS	0.00928	13300
global route	0.0366	13600
finish	0.0493	13600
-- power by group through the flow --
| stage | Combinational (mW) | Clock, mW | Sequential, mW |
|---|---|---|---|
| 4_1_cts | 2.89 | 7.67 | 8.19 |
| 5_1_grt | 3.22 | 7.89 | 8.24 |
| 6_report | 2.93 | 7.28 | 8.20 |
Power is estimated from default activity; no workload was simulated.
