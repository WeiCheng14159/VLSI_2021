--- design/flow/config.mk ---
export PLATFORM = sky130hd
export DESIGN_NAME = regfile
export DESIGN_NICKNAME = regfile
export VERILOG_FILES = /design/flow/design.v
export SDC_FILE = /design/flow/constraint.sdc
export NUM_CORES = 4
export LEC_CHECK = 1
export CORE_UTILIZATION = 50
--- design/flow/constraint.sdc ---
current_design regfile

set clk_period 6.0
set clk_io_pct 0.2

create_clock -name clk0 -period $clk_period [get_ports {clk}]

set non_clock_inputs [all_inputs -no_clocks]
set_input_delay [expr $clk_period * $clk_io_pct] -clock clk0 $non_clock_inputs
set_output_delay [expr $clk_period * $clk_io_pct] -clock clk0 [all_outputs]
--- design/flow/design.v ---
module regfile(
  input logic                 clk,
  input logic                 rstn,
  input logic                 we_i,
  input logic   [5 - 1:0] waddr_i,
  input logic       [31:0] wdata_i,
  input logic                 re1_i,
  input logic   [5 - 1:0] raddr1_i,
  output logic      [31:0] rdata1_o,
  input logic                 re2_i,
  input logic   [5 - 1:0] raddr2_i,
  output logic      [31:0] rdata2_o
);
  integer i;
  logic             [31:0] regs [0:32-1];
  always @(posedge clk, negedge rstn) begin
    if(~rstn) begin
      for(i=0 ; i<32 ; i=i+1) begin
        regs[i] <= 32'h0000_0000;
      end
    end else begin
      if((we_i == 1'b1) && (waddr_i != 5'h0)) begin
        regs[waddr_i] <= wdata_i;
      end
    end
  end
  always_comb begin
    if(raddr1_i == 5'h0) begin
      rdata1_o = 32'h0000_0000;
    end else if((raddr1_i == waddr_i) && (we_i == 1'b1) &&
                (re1_i == 1'b1)) begin
      rdata1_o = wdata_i;
    end else if(re1_i == 1'b1) begin
      rdata1_o = regs[raddr1_i];
    end else begin
      rdata1_o = 32'h0000_0000;
    end
  end
  always_comb begin
    if(raddr2_i == 5'h0) begin
      rdata2_o = 32'h0000_0000;
    end else if((raddr2_i == waddr_i) && (we_i == 1'b1) &&
                (re2_i == 1'b1)) begin
      rdata2_o = wdata_i;
    end else if(re2_i == 1'b1) begin
      rdata2_o = regs[raddr2_i];
    end else begin
      rdata2_o = 32'h0000_0000;
    end
  end
endmodule 
--- design/flow/run.sh ---
#!/bin/bash
# OpenROAD 26Q1-2900-gdf79404cd8, Yosys 0.63+post, stock flow scripts
make -C /OpenROAD-flow-scripts/flow DESIGN_CONFIG=/design/flow/config.mk WORK_HOME=/design/flow/orfs finish
==> run summary <==
Status on the layout run. The run finished with clean final reports. Yosys printed 2 warnings. The setup path with the least slack is of type primary input to primary output. TritonCTS built the clock tree. The post-route netlist has 35.48% of its cells at a drive strength greater than 1.

Clock latency on the worst-skew pair, taken at its later pin, is 730 ps. Portion of the clock cycle consumed by the worst path in the final layout landed at 99.42%. Post-cts resize count landed at 0. For this run, the share of the core covered by cells in the final layout is 59.24%. Violation count after the first detailed-routing iteration landed at 6327. Summing over every cut layer, the via total after detailed routing is 48422. Cell total in the yosys stat output landed at 4571. Top-level I/O count landed at 116.

Per the detail_route report, routed wire per instance is 46.20 microns. Timing would allow up to 167.6 MHz. Via count of the first global-routing pass landed at 46103. Including well taps, the total number of placed cells is 5947. Yosys reports a chip area of 0.05175 sq mm. Standard cell core area landed at 0.1022 sq mm. The post-synth count of flops with an enable pin is 0. Largest vdd supply drop landed at 318.3 uV. The completed layout was analyzed and its total power is 19.36 mW. Deepest level of the CTS H-tree landed at 3. The commonest register cell is dfrtp_1. Synthesized area divided by synthesized cell count landed at 11.32 sq um.

In the floorplan report the effective utilization is 50.64%. The script parses the final routing iteration and logs DRC violations as 0. The type recorded for the worst min-delay path is primary input to asynchronous set/reset pin. The worst setup path is captured at a primary output. STA classifies the critical path startpoint as a primary input. Normalized max-slew margin landed at 11.06%.

Register bit total from synthesis landed at 992. CTS placed an instance of clkbuf_16 at the clock tree root. Timing analysis after detailed placement gives a worst setup slack of 311.5 ps. Final worst clock skew landed at 0 ps.

Per the finish-stage timing summary, setup violations number 0. For this run, asynchronously set or reset flops after synthesis account for 100.0%. Post-route antenna net violation count landed at 0.

The die covers 0.1048 sq mm. Maximum clock path buffer count landed at 3. Counting flops per register, the top entry is regs.

Across every metal layer, demand over resource in global routing totals 57.75%. Setup repair after global routing left no endpoint under its margin. After synthesis the cells add up to 0.05175 sq mm.

Height of the die landed at 323.7 microns. Looking at the critical path, the highest net fanout was 22. Cell area power density landed at 319.8 mW/mm^2. The initial antenna violation count was 30. Standby leakage power landed at 27.39 nW.

Setup total negative slack on the finished layout was measured at 0 ps. Per-cell via count in the routed design landed at 7.806. The final timing report derives a shortest allowable period of 5965 ps.

Max-cap check violation count landed at 0. Row generation in the floorplan step produced 117 rows. According to the timing report, the data required time at the worst endpoint equals 4800 ps. The total overflow left after global routing is 0. The post-CTS hold buffer count recorded in the log is 0. Maximum number of pins on one net before global-route repair landed at 125. Area growth from synthesis to final layout landed at 16.98%.

OpenROAD warning count landed at 55. Slack of the critical path landed at 34.84 ps. Half-perimeter wire length after placement landed at 182800 microns. The synthesized design devotes to its leading area cell type 47.97% of total area. Sequential cell area fraction in the yosys report landed at 47.97%. Final hold violation count landed at 0. CTS added clock buffers totalling 107. The pin closest to its max-slew limit shows a slew of 1324 ps. The synthesized design spends more area on one cell type than any other, namely dfrtp_1. According to the timing report, the arrival time at the worst endpoint equals 4770 ps. The placement summary gives the final routability congestion estimate as 1.088. Flip-flop count of the largest register after layout landed at 992.

Count of TritonRoute iterations in the first routing pass landed at 7. Excluding fillers, the count of instances in the completed layout stands at 6203. Final tally of max-slew violations landed at 0. Post-CTS clock slew at the launch and capture registers of the worst setup and hold paths landed at 60 ps. Quantity of I/O buffers inserted on ports landed at 115.

By area the synthesized netlist is led by dfrtp_1 (48%), mux2_2 (22%), a22oi_1 (8.0%). Distinct cell type count after synthesis landed at 76. Overall die width landed at 323.7 microns. The largest registers in the layout are regs x992.

Counting every sink on the clock net gives 992. Buffers added to address setup during post-CTS repair amount to 0. Global-route wire length before repair landed at 389400 microns. Synthesis produced 4571 cells. The wire length recorded after detailed routing is 286600 microns.
-- Yosys cell counts, types with 7 or more instances --
library cell    n
o21ai_1        51
nor2_2         16
a22oi_1       553
and3_1        420
mux2_2        990
nand3b_1        9
dfrtp_1       992
buf_2         127
a221oi_1       30
clkbuf_1      288
a32o_1          7
nand4_1       124
a32oi_1        12
nand2b_1       15
buf_1          43
o21ai_0        83
nor2_1         76
nor3b_1         9
or3b_2         10
nand4b_1        9
nand3_1        90
a31oi_1         9
nand2_1       184
buf_4          12
a21oi_1        49
a2111oi_0     127
nor3_1         21
mux2i_1         9
nor2b_1        16
nor4_1         63
and3b_1         8
or3_1           7
a22o_1          9
-- cells by family after synthesis --
logic type	synth area share, %
flip-flops	47.97
AND-OR/OR-AND	13.81
AND/OR/NAND/NOR	12.26
multiplexers	21.88
buffers and inverters	3.948
XOR/XNOR	0.1354
-- path summary, 6_finish.rpt --
check	from	to	slack, ps	cells after the start
min reg2reg	regs[7][5]$_DFFE_PN0P_	regs[7][5]$_DFFE_PN0P_	510	1
max in group asynchronous	rstn	regs[19][6]$_DFFE_PN0P_	3850	3
max	raddr2_i[3]	rdata2_o[28]	30	10
min	rstn	regs[29][0]$_DFFE_PN0P_	390	1
min in group clk0	regs[7][5]$_DFFE_PN0P_	regs[7][5]$_DFFE_PN0P_	510	1
max reg2reg	regs[7][25]$_DFFE_PN0P_	regs[7][25]$_DFFE_PN0P_	5060	1
-- cell type report --
type / count / area [sq um]
diodes: 55 / 137.6
inverters: 5 / 18.77
repair buffers: 483 / 4494
multi-input cells: 3099 / 25540
well taps: 1368 / 1712
flip-flops and latches: 992 / 24820
fillers: 8417 / 41640
clock buffers: 159 / 3224
clock inverters: 42 / 586.8
-- cell usage in the layout (no fill, tap or decap), types with 13 or more instances in the layout --
| cell | count |
|---|---|
| nor4_1 | 61 |
| mux2_2 | 990 |
| nand2_1 | 174 |
| o21ai_1 | 51 |
| nand2b_1 | 13 |
| nor2_1 | 23 |
| clkbuf_8 | 33 |
| clkinv_2 | 15 |
| nor2_4 | 67 |
| a22oi_1 | 553 |
| a221oi_1 | 30 |
| bufinv_16 | 13 |
| diode_2 | 55 |
| clkbuf_16 | 108 |
| o21ai_0 | 83 |
| a21oi_1 | 47 |
| and3_1 | 416 |
| clkdlybuf4s50_1 | 104 |
| buf_12 | 50 |
| dfrtp_1 | 992 |
| a2111oi_0 | 127 |
| nand3_1 | 90 |
| nand4_1 | 124 |
| buf_4 | 318 |
| clkbuf_1 | 18 |
| nor3_1 | 19 |
-- metrics by stage --
| step | area (sq um) | hold WS (ps) |
|---|---|---|
| 3_3_place_gp | 56590 | 483.3 |
| 5_1_grt | 60410 | 453.7 |
| 3_5_place_dp | 56590 | 493.1 |
| 4_1_cts | 60400 | 421.6 |
| 6_report | 60540 | 389.9 |
| 2_1_floorplan | 51750 | 463.9 |
-- metal layers --
| metal | vias up | wire [microns] | global-route usage (%) |
|---|---|---|---|
| met5 | - | 642 | 2.222 |
| met4 | 37 | 26390 | 39.86 |
| met3 | 1608 | 49550 | 39.05 |
| met2 | 4511 | 111700 | 72.06 |
| met1 | 24386 | 98330 | 71.69 |
| li1 | 17880 | - | - |
-- power by group --
part | switching [mW] | internal (mW)
Sequential | 1.30 | 7.99
Combinational | 1.44 | 1.42
Clock | 2.95 | 4.27
Total | 5.69 | 13.7
-- worst max-delay path: stages --
cell and delay, ps:
buf_2 300, buf_4 410, buf_4 300, nand2_1 100, nor2_1 830, a21oi_1 190, o311ai_0 470, o221ai_1 220
nand3_1 230, clkdlybuf4s50_1 500
Power and IR drop assume default switching activity.
