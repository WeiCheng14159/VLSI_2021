==> ./design.v <==
module ifetch (
    input logic clk,
    input logic rstn,
    input logic [5-1:0] stall,
    input logic                  flush,
    input logic [       31:0] branch_target_addr_i,
    input logic                  branch_taken_i,
    input logic                  is_id_branch_inst,
    input logic [       31:0] new_pc_i,
    input logic [      31:0] inst_i,
    output logic [ 31:0] if_pc_o,
    output logic            inst_read_o,
    output logic [ 31:0] inst_addr_o,
    output logic [31:0] inst_o
);
  logic [31:0] fetch_pc, fetch_pc_next, next_pc;
  logic [31:0] branch_not_taken_addr_r;
  logic if_stall, branch_taken;
  assign if_stall = (stall[0] == 1'b1);
  assign branch_taken = (branch_taken_i == 1'b1);
  assign inst_addr_o = fetch_pc;
  assign next_pc = fetch_pc + 4'h4;
  assign inst_read_o = (if_stall) ? 1'b0 : 1'b1;
  always_ff @(posedge clk, negedge rstn) begin
    if (~rstn) begin
      fetch_pc_next <= 32'h0000_0000;
      if_pc_o <= 32'h0000_0000;
    end else begin
      fetch_pc_next <= (if_stall) ? fetch_pc_next : fetch_pc;
      if_pc_o <= (if_stall) ? if_pc_o : fetch_pc_next;
    end
  end
  always_ff @(posedge clk, negedge rstn) begin
    if (~rstn) begin
      fetch_pc <= 32'h0000_0000;
    end else begin
      fetch_pc <= (branch_taken) ? (branch_target_addr_i) : (is_id_branch_inst) ?  branch_not_taken_addr_r : (if_stall) ? fetch_pc : next_pc;
    end
  end
  always_ff @(posedge clk, negedge rstn) begin
    if (~rstn) begin
      branch_not_taken_addr_r <= 32'h0000_0000;
    end else begin
      branch_not_taken_addr_r <= (~is_id_branch_inst) ? next_pc : branch_not_taken_addr_r;
    end
  end
  always_ff @(posedge clk, negedge rstn) begin
    if (~rstn) begin
      inst_o <= 32'h0000_0000;
    end else begin
      inst_o <= (if_stall) ? inst_o : inst_i;
    end
  end
endmodule
==> ./run.sh <==
#!/bin/bash
# OpenROAD 26Q1-2900-gdf79404cd8, Yosys 0.63+post, stock flow scripts
make -C /OpenROAD-flow-scripts/flow DESIGN_CONFIG=/design/flow/config.mk WORK_HOME=/design/flow/orfs finish
==> ./config.mk <==
export PLATFORM = sky130hd
export DESIGN_NAME = ifetch
export DESIGN_NICKNAME = ifetch
export VERILOG_FILES = /design/flow/design.v
export SDC_FILE = /design/flow/constraint.sdc
export NUM_CORES = 4
export LEC_CHECK = 1
export CORE_UTILIZATION = 30
==> ./constraint.sdc <==
current_design ifetch

set clk_period 5.6
set clk_io_pct 0.2

create_clock -name clk0 -period $clk_period [get_ports {clk}]

set non_clock_inputs [all_inputs -no_clocks]
set_input_delay [expr $clk_period * $clk_io_pct] -clock clk0 $non_clock_inputs
set_output_delay [expr $clk_period * $clk_io_pct] -clock clk0 [all_outputs]
==> CHANGELOG.md <==
## Flow update

* Cell type with the largest total area: dfrtp_1
* CTS buffer count at 17
* Post-DR vias/cell at 4.740
* EDFF count, synth at 0
* Yosys stat cell total at 599
* CP Class: input pin to output pin
* CTS tree: yes
* Tot Pwr at 3.230 mW
* RSZ-0062 raised after global routing: no
* DRC at 0
* Die W at 155.3 µm
* Status: completed
* Routability cong. at 0.8072
* Area grow syn2layout at 35.98%
* Post-CTS setup buffers at 0
* Pleak at 3.935 nW
* Routed WL at 17490 µm
* Hold EP: branch_not_taken_addr_r[21]$_DFFE_PN0N_
* Worst-path maximum fanout at 49
* Filler instances at 2197
* Antenna Nets Post-Route at 0
* Vias in the first global route at 4963
* # setup viols final at 0
* Chip footprint at 24130 µm²
* Post-cts resize count at 0
* Reg2reg end: branch_not_taken_addr_r[30]$_DFFE_PN0N_
* Max clock buf depth at 2
* Clock H-tree levels at 4
* Die height at 155.3 µm
* Core Util, Final at 41.98%
* Core Area at 22850 µm²
* Top-area cell share at 56.77%
* Hold Crit Start: branch_not_taken_addr_r[21]$_DFFE_PN0N_
* Power Dens Cells at 336.8 nW/µm²
* RR Startpoint: fetch_pc[3]$_DFFE_PN0P_
* VDD IR max at 0.1945 mV
* Top cells by count: 160 x dfrtp_1, 95 x mux2_2, 62 x nand2_1, 41 x o21ai_0, 32 x clkbuf_1
* Clock skew at 0.008742 ns
* Clock slew at reported path FFs at 0.06 ns
* OpenROAD warnings at 64
* First-pass GRT wire length at 27810 µm
* Std-Cell Rows at 55
* Root Buffer: clkbuf_16
* Initial antenna violation count at 1
* CP required at 4.48 ns
* Worst hold stages at 2
* Post-route setup TNS at 0 ns
* CTS Sinks at 160
* First-pass DRT Iterations at 4
* HP Class: flip-flop to flip-flop
* Largest net degree at the start of global routing at 122
* Ys flops at 160
* Late-Pin Clk Latency at 0.42 ns
* Synth top cell by count: dfrtp_1
* Layout cells sized above 1 at 18.77%
* Grt total ovfl at 0
* Routed wire per std cell at 16.27 µm
* Ys flop type: dfrtp_1
* CTS Hold Bufs at 0
* Floorplan utilization at 30.87%
* Syn Inst Count at 599
* Synth Seq Share at 56.77%
* Worst R2R Setup Slack at 3.31 ns
* Routed via count at 5095
* Fmax at 266.8 MHz
* Max-cap viol count at 0
* Reg2Reg Depth at 6
* Crit end category: output pin
* I/O pin cnt at 203
* Port Buf Inserts at 165
* Yosys warning tally at 1
* Detailed-placement wirelength estimate at 11580 µm
* Rel. slew slack at 52.24%
* # diodes at 0
* Netlist cell types at 52
* Post-Syn Area at 7053 µm²
* Hold Vio Cnt, Final at 0
* CP arrival at 2.63 ns
* GRT Total Usage at 15.20%
* Post-layout period usage at 66.92%
* Startpoint types: input pin
* Fin. max-slew vios at 0
* Mean Syn Cell Area at 11.77 µm²
* Yosys synthesis chip area at 7053 µm²
* Share of flip-flops with an asynchronous set or reset at 100.0%
* DR iter-0 viols at 283
* Least-Margin Pin Slew at 0.7157 ns
* Tmin final at 3.747 ns
* Post-synth area hogs: dfrtp_1 57%, mux2_2 15%, nand2_1 3.3%
## logic make-up (layout without fill, tap and decap cells)
group / count (synthesis) / after routing / share of synthesized area, %
xor+xnor: 24 / 24 / 2.980
compound gates: 119 / 119 / 10.63
flops: 160 / 160 / 56.77
fa+ha+maj: 1 / 1 / 0.1774
simple gates: 148 / 148 / 10.77
mux: 100 / 100 / 15.88
buf+inv: 47 / 210 / 2.803
## routing by layer
| layer | vias up | wire [µm] | track usage [%] |
|---|---|---|---|
| met4 | 0 | 219 | 1.727 |
| met3 | 12 | 1186 | 3.404 |
| li1 | 2455 | - | - |
| met1 | 2495 | 8253 | 24.21 |
| met2 | 133 | 7827 | 22.53 |
| met5 | - | 0 | 0 |
## cell type report
class	instances	area [µm²]	area share [%]
Sequential cell	160	4004	41.75
Multi-Input combinational cell	392	2851	29.73
Timing Repair Buffer	171	1703	17.76
Clock buffer	21	460.4	4.801
Tap cell	313	391.6	4.083
Clock inverter	11	153.9	1.605
Inverter	7	26.28	0.2740
## worst max-delay path by stage
stage	from	to	slack, ns
final	stall[0]	inst_read_o	1.85
after global routing	stall[0]	inst_read_o	1.73
after CTS	stall[0]	inst_read_o	1.82
## through the flow
stage | setup slack (ns) | instance area [µm²] | hold WS [ns] | std cells
floorplan | 2.864 | 7053 | 0.4380 | 599
global placement | 1.831 | 8976 | 0.4577 | 1043
detailed placement | 1.812 | 8976 | 0.4606 | 1043
CTS | 1.816 | 9590 | 0.4784 | 1075
global route | 1.732 | 9590 | 0.4907 | 1075
finish | 1.853 | 9590 | 0.4746 | 1075
## sequential cells by signal (all words and copies together) (netlist names)
name and count:
branch_not_taken_addr_r 32, fetch_pc 32, fetch_pc_next 32, if_pc_o 32
inst_o 32
## report_power, final
group	switching, mW	leakage (nW)	internal, mW
combinational	0.180	1.70	0.369
sequential	0.130	1.94	1.33
clock	0.487	0.294	0.730
## worst max-delay path, stage by stage
cell and delay [ns]:
buf_4 0.52, inv_1 0.45, clkdlybuf4s50_1 0.52
## placed cells by master (no fill, tap or decap), drive strengths merged, types with 11 or more instances in the layout
master / instances
dfrtp: 160
clkbuf: 21
nand2: 63
mux2: 95
nand3: 11
clkdlybuf4s50: 162
o21ai: 43
nand4: 13
a21oi: 24
nor2: 19
xnor2: 14
No activity file was given, so power comes from the tool's default toggle rates.
